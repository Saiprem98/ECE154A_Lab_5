==> flow/run.sh <==
#!/bin/bash
# OpenROAD 26Q1-2900-gdf79404cd8, Yosys 0.63+post, stock flow scripts
make -C /OpenROAD-flow-scripts/flow DESIGN_CONFIG=/design/flow/config.mk WORK_HOME=/design/flow/orfs finish
==> flow/config.mk <==
export PLATFORM = sky130hd
export DESIGN_NAME = controller
export DESIGN_NICKNAME = controller
export VERILOG_FILES = /design/flow/design.v
export SDC_FILE = /design/flow/constraint.sdc
export NUM_CORES = 4
export LEC_CHECK = 1
export CORE_AREA = 10 10 70 70
export DIE_AREA = 0 0 80 80
==> flow/constraint.sdc <==
current_design controller

set clk_period 1.7
set clk_io_pct 0.2

create_clock -name clk0 -period $clk_period [get_ports {clk}]

set non_clock_inputs [all_inputs -no_clocks]
set_input_delay [expr $clk_period * $clk_io_pct] -clock clk0 $non_clock_inputs
set_output_delay [expr $clk_period * $clk_io_pct] -clock clk0 [all_outputs]
==> flow/design.v <==
module controller(input  reg clk, reset,
                  input  reg [5:0] op, funct,
                  input  reg zero,
                  output wire pcen, memwrite, irwrite, regwrite,
                  output wire alusrca, iord, memtoreg, regdst,
                  output wire [1:0] alusrcb, pcsrc,
                  output wire [2:0] alucontrol);
  wire [1:0] aluop;
  wire       branch, pcwrite;
  maindec md(clk, reset, op,
             pcwrite, memwrite, irwrite, regwrite,
             alusrca, branch, iord, memtoreg, regdst, 
             alusrcb, pcsrc, aluop);
  aludec  ad(funct, aluop, alucontrol);
  assign pcen = pcwrite | branch & zero;
endmodule
module maindec(input  reg clk, reset, 
               input  reg [5:0] op, 
               output wire pcwrite, memwrite, irwrite, regwrite,
               output wire alusrca, branch, iord, memtoreg, regdst,
               output wire [1:0] alusrcb, pcsrc,
               output wire [1:0] aluop);
  parameter   FETCH   = 4'b0000; 
  parameter   DECODE  = 4'b0001; 
  parameter   MEMADR  = 4'b0010;	
  parameter   MEMRD   = 4'b0011;	
  parameter   MEMWB   = 4'b0100;	
  parameter   MEMWR   = 4'b0101;	
  parameter   RTYPEEX = 4'b0110;	
  parameter   RTYPEWB = 4'b0111;	
  parameter   BEQEX   = 4'b1000;	
  parameter   ADDIEX  = 4'b1001;	
  parameter   ADDIWB  = 4'b1010;	
  parameter   JEX     = 4'b1011;	
  parameter   LW      = 6'b100011;	
  parameter   SW      = 6'b101011;	
  parameter   RTYPE   = 6'b000000;	
  parameter   BEQ     = 6'b000100;	
  parameter   ADDI    = 6'b001000;	
  parameter   J       = 6'b000010;	
  reg [3:0]  state, nextstate;
  reg [14:0] controls;
  always @(posedge clk or posedge reset)			
    if(reset) state <= FETCH;  
    else state <= nextstate;
  always @*
    case(state)
      FETCH:   nextstate <= DECODE;
      DECODE:  case(op)
                 LW:      nextstate <= MEMADR;
                 SW:      nextstate <= MEMADR;
                 RTYPE:   nextstate <= RTYPEEX;
                 BEQ:     nextstate <= BEQEX;
                 ADDI:    nextstate <= ADDIEX;
                 J:       nextstate <= JEX;
                 default: nextstate <= 4'bx; 
               endcase
      MEMADR: case(op)
                 LW:      nextstate <= MEMRD;
                 SW:      nextstate <= MEMWR;
                 default: nextstate <= 4'bx;
               endcase
      MEMRD:   nextstate <= MEMWB;
      MEMWB:   nextstate <= FETCH;
      MEMWR:   nextstate <= FETCH;
      RTYPEEX: nextstate <= RTYPEWB;
      RTYPEWB: nextstate <= FETCH;
      BEQEX:   nextstate <= FETCH;
      ADDIEX:  nextstate <= ADDIWB;
      ADDIWB:  nextstate <= FETCH;
      JEX:     nextstate <= FETCH;
      default: nextstate <= 4'bx; 
    endcase
  assign {pcwrite, memwrite, irwrite, regwrite, 
          alusrca, branch, iord, memtoreg, regdst,
          alusrcb, pcsrc, aluop} = controls;
  always @*
    case(state)
      FETCH:   controls <= 15'h5010;  
      DECODE:  controls <= 15'h0030;  
      MEMADR:  controls <= 15'h0420;  
      MEMRD:   controls <= 15'h0100;  
      MEMWB:   controls <= 15'h0880;  
      MEMWR:   controls <= 15'h2100;  
      RTYPEEX: controls <= 15'h0402;  
      RTYPEWB: controls <= 15'h0840;  
      BEQEX:   controls <= 15'h0605;  
      ADDIEX:  controls <= 15'h0420;  
      ADDIWB:  controls <= 15'h0800;  
      JEX:     controls <= 15'h4008;  
      default: controls <= 15'hxxxx;  
    endcase
endmodule
module aludec(input  reg [5:0] funct,
              input  reg [1:0] aluop,
              output reg [2:0] alucontrol);
  always @(*)
    case(aluop)
      2'b00: alucontrol <= 3'b010;   
      2'b01: alucontrol <= 3'b110;   
      default: case(funct)           
          6'b100000: alucontrol <= 3'b010;  
          6'b100010: alucontrol <= 3'b110;  
          6'b100100: alucontrol <= 3'b000;  
          6'b100101: alucontrol <= 3'b001;  
          6'b101010: alucontrol <= 3'b111;  
          default:   alucontrol <= 3'bxxx;  
        endcase
    endcase
endmodule
module datapath(input reg        clk, reset,
                input wire        pcen, irwrite, regwrite,
                input wire         alusrca, iord, memtoreg, regdst,
                input wire  [1:0]  alusrcb, pcsrc, 
                input wire  [2:0]  alucontrol,
                output wire [5:0]  op, funct,
                output wire        zero,
                output wire [31:0] adr, writedata, 
                input wire  [31:0] readdata);
  wire [4:0]  writereg;
  wire [31:0] pcnext, pc;
  wire [31:0] instr, data, srca, srcb;
  wire [31:0] a;
  wire [31:0] aluresult, aluout;
  wire [31:0] signimm;   
  wire [31:0] signimmsh;	
  wire [31:0] wd3, rd1, rd2;
  assign op = instr[31:26];  
  assign funct = instr[5:0];  
  flopenr #(32) pcreg(clk, reset, pcen, pcnext, pc);
  mux2    #(32) adrmux(pc, aluout, iord, adr);
  flopenr #(32) instrreg(clk, reset, irwrite, readdata, instr);
  flopr   #(32) datareg(clk, reset, readdata, data);
  mux2    #(5)  regdstmux(instr[20:16], instr[15:11], regdst, writereg);
  mux2    #(32) wdmux(aluout, data, memtoreg, wd3);
  regfile       rf(clk, regwrite, instr[25:21], instr[20:16], writereg, wd3, rd1, rd2);
  signext       se(instr[15:0], signimm);
  sl2           immsh(signimm, signimmsh);
  flopr   #(32) areg(clk, reset, rd1, a);
  flopr   #(32) breg(clk, reset, rd2, writedata);
  mux2    #(32) srcamux(pc, a, alusrca, srca);
  mux4    #(32) srcbmux(writedata, 32'b100, signimm, signimmsh, alusrcb, srcb);
  alu           alu(srca, srcb, alucontrol, aluresult, zero);
  flopr   #(32) alureg(clk, reset, aluresult, aluout);
  mux3    #(32) pcmux(aluresult, aluout, {pc[31:28], instr[25:0], 2'b00}, pcsrc, pcnext);
endmodule
==> notes.md <==
Implementation run completed; key figures follow.

Worst setup path:
- For the worst reg-to-reg path, the endpoint reported by OpenROAD is md.state[2].
- The required time at the worst endpoint is listed as 1.36 ns.
- The run gives the maximum fanout encountered on the critical timing path as 3.
- Looking at the reg2reg group, the worst path starts from md.state[1].
- The critical path is of the reg -> out type.
- Data arrives at the worst endpoint at 1.57 ns.
- The run gives the kind of start point of the critical path as a flip-flop.
- The run gives the depth of the worst register-to-register path as 7.
- STA classifies the critical path endpoint as a primary output.
- The setup check on the worst reg-to-reg path leaves a slack of 0.14 ns.

Finish:
- The most common logic cells in the final layout are buf_4 (19), clkdlybuf4s50_1 (12), buf_6 (6), inv_1 (5).
- The run gives the area growth from synthesis to final layout as 123%.
- Per the final layout report, the fraction of cells sized above drive strength 1 comes to 49.2%.
- The registers reported with the highest flop counts are md.state x4.
- The register with the most flip-flops in the layout has 4 of them.
- The run gives the final design utilization as around a third.
- The run puts the final design area excluding fillers at between 0.001 and 0.0015 mm2.
- Leaving out fill and tap cells, the most frequent cell in the layout is buf_4.
- The run gives the final non-filler cell total as between 150 and 200.
- Counting flops per register, the top entry is md.state.

Synth:
- After synthesis, the netlist uses 33 different library cells.
- For this run, the number of Yosys warnings is 2.
- The run gives the cell taking the most area after synthesis as dfrtp_1.
- The commonest register cell is dfrtp_1.
- The run puts the number of register bits inferred by synthesis at 4.
- The run puts the portion of the post-synthesis area used by sequential elements at roughly a fifth.
- The run gives the summed instance area of the synthesized netlist as 529 um2.
- The main area contributors are dfrtp_1 (19%), ha_1 (9.5%), and2_1 (5.9%).
- The run gives the area share of the largest cell type after synthesis as between 10% and 20%.
- The run puts the share of flip-flops with an asynchronous set or reset after synthesis at approximately 100%.
- The run gives the mean instance size in the synthesized netlist as between 7 and 8 um2.
- The run puts the number of enable-type register cells in the synthesized netlist at 0.
- The run puts the number of instances in the synthesized netlist at 68.
- The run gives the cell total in the yosys stat output as between 60 and 70.
- The run gives the chip area estimate from yosys synthesis as roughly 530 um2.

Timing:
- For the finished layout, the period the worst path requires is around 1.9 ns.
- The final timing report lists clock skew as 0.00255 ns.
- The run gives the final number of hold-violating endpoints as 0.
- The run gives the relative slew slack as slightly below 80%.
- The run puts the total of endpoints with negative setup slack in the final report at 8.
- The run puts the transition time at the pin with the least slew margin at ~0.33 ns.
- The run puts the setup slack after layout at -0.210 ns.
- Setup repair after global routing could not meet its margin everywhere.
- The run puts the count of final max-slew check failures at 0.
- The run gives the period utilization as 112%.
- The run gives the summed negative setup slack over all endpoints as -0.888 ns.
- Static timing analysis puts the maximum clock frequency at 523 MHz.

Detailed routing:
- The first detailed-routing pass took 4 iterations.
- The run puts the total inserted antenna cells at 0.
- After the first detailed-routing iteration, the DRC count stood at 5.
- Per the detail_route report, DRC violations left total 0.
- The run gives the count of vias placed by the detailed router as between 700 and 800.
- The run puts the detail-routed net length per standard cell at approximately 12 um.
- The run gives the mean number of vias per cell as between 4 and 5.
- The run gives the final wirelength as slightly above 2 mm.
- The run gives the remaining antenna violation count after routing as 0.

Clocking:
- Per the skew report, the later register of the worst-skew pair sees a clock latency of roughly 0.24 ns.
- The run puts the clock buffer count from CTS at 3.
- Looking at the worst setup and hold paths, the clock pins of their registers show a slew of 0.04 ns.
- The run puts the clock tree buffer depth at 2.
- Counting every sink on the clock net gives 4.
- The run gives the library cell used as clock root buffer as clkbuf_4.
- The post-CTS hold buffer count recorded in the log is 0.
- In this run the number of H-tree levels came out at 1.
- TritonCTS built the clock tree.

GRT:
- The first global-routing pass estimated 3.33 mm of wire.
- Summed over all layers, the global routing overflow is 0.
- Entering global routing, the biggest net connects 10 pins.
- The run puts the number of antenna violations at the first check in global routing at 0.
- Total global-route track usage over all layers is between 6 and 7%.
- The run puts the number of global-route vias before repair at slightly above 700.

Place:
- The run gives the instance area after placement as approximately 980 um2.
- The final weighted congestion recorded by global placement is between 0.7 and 0.8.
- The run gives the number of port buffers as 29.
- The run puts the number of placed cells counting well taps at 157.

Floorplan:
- The run puts the vertical die dimension at ~80 um.
- The run puts the area of the placeable core at 0.00342 mm2.
- The run gives the total I/O pin count as 30.
- The run puts the die outline area at between 0.006 and 0.007 mm2.
- The run gives the starting utilization of the core area as between 15 and 20%.
- The run puts the site row count at 21.
- Measured along the x axis, the die boundary spans approximately 80 um.

Power:
- The run gives the power density over cell area as between 1000 and 1500 mW/mm2.
- The run puts the largest vdd supply drop at 0.402 mV.
- The run gives the post-layout total power as roughly 1.5 mW.
- The run puts the static leakage power at 0.580 nW.

Outcome:
- The checks that failed: setup timing.
- The run finished, with violations left.

Flow run:
- Across all stage logs, warnings added up to 30.
- The run puts the max capacitance violation total at 0.

Worst hold path:
- The tightest min-delay check is of the in -> async type.
worst max path at each step:
stage	from	end	slack, ns	cells past startpoint
CTS	md.state[0]	alucontrol[1]	-0.22	5
global route	md.state[0]	alucontrol[1]	-0.27	5
finish	md.state[0]	alucontrol[1]	-0.21	5
worst max-delay path: stages (launching register included):
cell and delay, ns:
dfrtp_1 0.38, inv_2 0.10, ha_4 0.15, nand4b_4 0.11, or4b_1 0.47, buf_2 0.13
cell usage after synthesis, types with 2 or more instances:
library cell	n
ha_1	4
nor2_1	5
nand2_1	3
nor4_1	2
nor3_1	4
o21ai_0	3
and2_1	5
a31oi_1	2
inv_1	8
a21oi_1	4
o32ai_1	2
dfrtp_1	4
nor4bb_1	2
routing by layer:
metal | up-vias | GRT usage [%] | wire [um]
li1 | 360 | - | -
met1 | 317 | 7.87 | 964
met2 | 24 | 9.87 | 872
met3 | 0 | 2.39 | 186
met4 | 0 | 0.880 | 0
met5 | - | 0 | 0
through the flow:
step | setup slack [ns] | hold WS, ns
after global routing | -0.267 | 0.302
after detailed placement | -0.499 | 0.541
final | -0.210 | 0.286
after CTS | -0.216 | 0.287
after floorplan | 0.103 | 0.106
after global placement | -0.488 | 0.536
cells by family after synthesis:
kind of cell	Yosys count	share of synthesized area, %
adders and majority gates	4	9.46
buffers and inverters	11	9.93
and+or+nand+nor	31	38.3
DFF	4	18.9
xor gates and xnor gates	2	3.31
AOI/OAI and AO/OA	16	20.1
report_power, final:
part           switching (mW)  leakage, nW  internal [mW]
Clock                  0.0394       0.0138         0.0790
Sequential             0.0463       0.0491          0.138
Combinational           0.487        0.517          0.729
Total                   0.573        0.580          0.946
cell type report:
type	count	area, um2
clock buffer	3	22.5
fill	340	2240
inverter	8	32.5
multi-input combinational	53	504
sequential	4	101
tap	46	57.6
timing repair buffer	54	460
what timing repair did:
item / in CTS / in global routing
setup buffers: 7 / 3
cloned: 0 / 0
endpoints found under the setup margin: 15 / 16
pin swaps: 5 / 6
resized: 45 / 28
No activity file was given, so power comes from the tool's default toggle rates.
